[config.mk]
export PLATFORM = sky130hd
export DESIGN_NAME = alu
export DESIGN_NICKNAME = alu
export VERILOG_FILES = /design/flow/design.v
export SDC_FILE = /design/flow/constraint.sdc
export NUM_CORES = 4
export LEC_CHECK = 1
export CORE_UTILIZATION = 50
[run.sh]
#!/bin/bash
# OpenROAD 26Q1-2900-gdf79404cd8, Yosys 0.63+post, stock flow scripts
make -C /OpenROAD-flow-scripts/flow DESIGN_CONFIG=/design/flow/config.mk WORK_HOME=/design/flow/orfs finish
[constraint.sdc]
current_design alu

set clk_period 16.5
set clk_io_pct 0.2

create_clock -name clk0 -period $clk_period

set non_clock_inputs [all_inputs -no_clocks]
set_input_delay [expr $clk_period * $clk_io_pct] -clock clk0 $non_clock_inputs
set_output_delay [expr $clk_period * $clk_io_pct] -clock clk0 [all_outputs]
[design.v]
`timescale 1ns / 1ps
module alu (
  input logic [31:0] A,
  input logic [31:0] B,
  input logic [3:0] ALUOp,
  output logic [31:0] Result,
  output logic ZeroFlag,
  output logic Overflow,
  output logic CarryOut
);
always_comb begin
  case (ALUOp)
    4'b0000: Result = A + B;                         
    4'b0001: Result = A - B;                         
    4'b0010: Result = A << $unsigned(B);             
    4'b0011: Result = A < B;                         
    4'b0100: Result = $unsigned(A) < $unsigned(B);   
    4'b0101: Result = A ^ B;                         
    4'b0110: Result = A >>  $unsigned(B);            
    4'b0111: Result = A >>> $unsigned(B);            
    4'b1000: Result = A | B;                         
    4'b1001: Result = A & B;                         
    default: Result = 32'h0;                         
  endcase
  ZeroFlag = (Result == 32'h0);
  if (ALUOp == 4'b0000) begin
      if ((A[31] & B[31] & ~Result[31]) | (~A[31] & ~B[31] & Result[31]))
          Overflow = 1'b1;
      else
          Overflow = 1'b0;
  end else begin
      Overflow = 1'b0;
  end
  if (ALUOp == 4'b0000) begin
      CarryOut = (A[31] & B[31]) | ((A[31] ^ B[31]) & (A[31] ^ Result[31]));
  end else if (ALUOp == 4'b0001) begin
      CarryOut = (A[31] & ~B[31]) | ((A[31] ^ B[31]) & (A[31] ^ Result[31]));
  end else begin
      CarryOut = 1'b0;
  end
end
endmodule
==> run summary <==
Synthesis and place-and-route results.

- The run finished with clean final reports.
- In the placement report, post-DP HPWL is listed as 34,790 µm.
- The global-route usage over all layers is 0.4595.
- Dividing the synthesized area by the synthesized cell count gives 7.059 µm².
- Looking at the post-CTS report, the setup buffer insertion count equals 0.
- Logged for this run, the post-placement worst setup slack is 4.252 ns.
- After clock tree synthesis, the repair step resized 0 gates.
- The number of different library cells in the post-synthesis netlist is 91.
- By area the synthesized netlist is led by ha_1 13%, mux4_2 11%, mux2i_1 6.0%, a21oi_1 5.2%, nand2_1 4.8%.
- The analysis reports a worst IR drop on VDD of 0.00002403 V.
- The minimum period implied by the final worst setup slack is 12.34 ns.
- The fmax is 0.08107 GHz.
- Per the final layout report, the fraction of cells sized above drive strength 1 comes to 0.09818.
- The final wirelength is 44,690 µm.
- The sort of element at the end of the critical path is an output pin.
- The global routing report lists met2 layer usage as 0.6584.
- The die height is 140.2 µm.
- The data arrival time of the worst path is 9.04 ns.
- The share of the Yosys chip area taken by registers is 0.
- Across all checked pins, the minimum headroom to the slew limit is 0.4358.
- Setup repair after global routing left no endpoint under its margin.
- The most frequently used cell type in the post-synthesis netlist is nand2_1.
- The synthesized netlist was found by Yosys to have 1,352 cells.
- The worst setup path is launched from an input pin.
- The warning total across the stage logs is 97.
- The ratio of total power to cell area is 33.80 nW/µm².
- The class of the tightest hold or removal check is input pin to output pin.
- The number of port buffers is 103.
- The routed wire length per instance is 27.76 µm.
- After floorplanning, the core was sized to cover 18,710 µm².
- The count of endpoints failing setup in the final report is 0.
- The number of vias per cell is 7.267.
- The pin count of the biggest net entering global routing is 58.
- The first global-routing pass estimated 66,790 µm of wire.
- The most heavily used metal layer in global routing is met1.
- On met3, the global router reports a usage of 0.1080.
- The final layout contains a sequential cell count of 0.
- The count of pins on the block boundary is 103.
- In the final report, the number of pins over their slew limit comes to 0.
- The proportion of total power due to net switching is 0.6079.
- The worst setup slack after layout is 4.165 ns.
- The layout clock buffer count is 0.
- In the global route stage, met1 resource usage came out at 0.6667.
- The maximum fanout along the worst path is 10.
- The post-synthesis instance area is 9544 µm².
- The max-cap check violation count is 0.
- Sorting the synthesized cells by how often they occur yields 123 x nand2_1, 121 x nor2_1, 99 x a21oi_1.
- The layout overhead on the synthesized area is 11.06%.
- The number of core rows is 50.
- The total overflow left after global routing is 0.
- Once detail routing completed, the nets flagged for antenna violations numbered 0.
- The number of remaining DRC errors is 0.
- At the worst endpoint, the required time is 13.20 ns.
- In this run, post-CTS hold repair placed 0 buffers.
- The effective utilization at floorplan is 0.5102.
- For this design the static power due to leakage is 4.294 nW.
- The worst hold path startpoint is B[31].
- The post-synthesis chip area from yosys is 9544 µm².
- The total die size is 19,640 µm².
- The critical path is of the input pin to output pin type.
- The final route contains 11,700 vias.
- The total number of yosys warnings is 1.
- Per the post-synthesis report, the number of cells in the design is 1,352.
- In the final timing run, aggregate negative setup slack is 0 ns.
- The area taken by sequential standard cells is reported as 0 µm².
- The cell type that accounts for the most area after synthesis is ha_1.
- Per STA, the startpoint of the critical path is A[0].
- The first-iteration detailed-routing DRC count is 1,359.
- The share of synthesized area in the top cell type comes to 0.1259.
- The last weighted congestion value of the routability-driven placer is 1.110.
- Looking at the max-slew report, the worst-margin pin has a slew of 0.8437 ns.
- For this design the total switching power over the nets is 0.2178 mW.
- The design internal power is 0.1405 mW.
- Endpoints failing hold in the final report were tallied at 0.
- The via count of the first global-routing pass came to 10,671.
- The initial antenna violation count was 0.
- The final report gives the core utilization as 0.5667.
- Of the available clock period, the critical path in the final layout requires 0.7476.
- The die extent in x is 140.2 µm.
- For this run, the detailed router's first-pass iteration total came to 6.
worst paths after layout:
kind	to	slack, ns	cells after the start
worst max-delay path	ZeroFlag	4.16	16
worst min-delay path	CarryOut	7.74	4
kinds of logic (layout without fill, tap and decap cells):
family	after synthesis	in the layout	share of synthesized area
AND/OR/NAND/NOR	454	454	0.2318
other	0	1	0
multiplexers	127	127	0.2037
AND-OR/OR-AND	452	452	0.3276
buffers and inverters	209	232	0.09583
adder cells (fa/ha/maj)	98	98	0.1300
XOR/XNOR	12	12	0.01101
critical path, stage by stage:
cell and delay (ns):
clkdlybuf4s50_1 0.74, inv_1 0.13, ha_1 0.25, fa_1 0.39
o21ba_1 0.21, or4_4 0.48, a2111oi_4 0.67, o211ai_2 0.25
a2111oi_2 0.36, o221a_1 0.24, o211ai_1 0.15, nor4_1 0.43
nand4_1 0.25, or4_1 0.48, nor4_2 0.21, clkdlybuf4s50_1 0.49
per-stage QoR:
stage	hold slack, ns	power, mW	cell area (µm²)	std cells
3_3_place_gp	7.710	0.3451	10600	1609
4_1_cts	7.727	0.3461	10600	1609
3_5_place_dp	7.727	0.3443	10600	1609
5_1_grt	7.786	0.3795	10600	1609
6_report	7.740	0.3583	10600	1610
2_1_floorplan	6.713	0.2192	9544	1352
per-layer routing:
layer	wire length, µm	vias up
met3	5914	128
met1	17910	5435
met2	18690	915
met5	0	-
li1	-	5222
met4	2175	0
power groups by stage:
stage	Sequential, mW	Combinational (mW)	Clock [mW]
4_1_cts	0	0.346	0
5_1_grt	0	0.379	0
final cells by class:
class              count  area, µm²
well taps            234      292.8
repair buffers       138       1281
inverters             94      352.8
diodes                 1      2.502
multi-input cells   1143       8671
fillers             1765       8105
cell usage in the layout (no fill, tap or decap), types with 6 or more instances in the layout:
master and n:
or3_1 13, a211o_1 8, nand2_1 123, a221oi_1 23, o211ai_1 30, mux2_2 19, buf_4 38, o221ai_1 14
nor2b_1 18, a21o_1 12, nor4_1 20, a31oi_1 23, or2_2 7, nand4_1 13, nand3_1 46, o22ai_1 19
nor2_1 121, a22oi_1 19, o21a_1 9, o31ai_1 11, xnor2_1 9, inv_1 91, nand2b_1 16, a211oi_1 16
o21ai_0 80, mux4_2 48, mux2i_1 57, and3_1 6, a21oi_1 99, a311oi_1 10, or4_1 9, clkdlybuf4s50_1 99
ha_1 96, nor3_1 32
Power and IR drop assume default switching activity.
