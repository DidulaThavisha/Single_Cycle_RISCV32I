[run.sh]
#!/bin/bash
# OpenROAD 26Q1-2900-gdf79404cd8, Yosys 0.63+post, stock flow scripts
make -C /OpenROAD-flow-scripts/flow DESIGN_CONFIG=/design/flow/config.mk WORK_HOME=/design/flow/orfs finish
[config.mk]
export PLATFORM = sky130hd
export DESIGN_NAME = instructionMemory
export DESIGN_NICKNAME = instructionMemory
export VERILOG_FILES = /design/flow/design.v
export SDC_FILE = /design/flow/constraint.sdc
export NUM_CORES = 4
export LEC_CHECK = 1
export CORE_AREA = 10 10 70 70
export DIE_AREA = 0 0 80 80
[constraint.sdc]
current_design instructionMemory

set clk_period 1.2
set clk_io_pct 0.2

create_clock -name clk0 -period $clk_period

set non_clock_inputs [all_inputs -no_clocks]
set_input_delay [expr $clk_period * $clk_io_pct] -clock clk0 $non_clock_inputs
set_output_delay [expr $clk_period * $clk_io_pct] -clock clk0 [all_outputs]
[design.v]
module instructionMemory (
  input logic [31:0] Address,  
  output logic [31:0] InstructionOut
);
logic [3:0][7:0] RegisterA [31:0];
initial begin
  RegisterA[0] = 32'b0000000_00000_00010_000_11111_0110011;  
  RegisterA[1] = 32'b0100000_00111_00011_000_11110_0110011;  
  RegisterA[2] = 32'b0000000_00111_00000_001_11101_0110011;  
  RegisterA[3] = 32'b0000000_00000_00100_010_11100_0110011;  
  RegisterA[4] = 32'b0000000_00001_00000_011_11011_0110011;  
  RegisterA[5] = 32'b0000000_10100_11001_100_11010_0110011;  
  RegisterA[6] = 32'b0000000_00011_00000_101_11001_0110011;  
  RegisterA[7] = 32'b0100000_00111_00000_101_11000_0110011;  
  RegisterA[8] = 32'b0000000_10100_10000_110_10111_0110011;  
  RegisterA[9] = 32'b0000000_10100_00001_111_10110_0110011;  
  RegisterA[10] = 32'b000000000101_00001_000_10110_0010011;  
  RegisterA[11] = 32'b000000000001_00010_000_10101_0010011;  
  RegisterA[12] = 32'b000000000001_00100_010_10100_0010011;  
  RegisterA[13] = 32'b000000000001_00100_011_10011_0010011;  
  RegisterA[14] = 32'b000000000001_00100_100_10010_0010011;  
  RegisterA[15] = 32'b000000000001_00100_110_10001_0010011;  
  RegisterA[16] = 32'b000000000011_00010_111_10000_0010011;  
  RegisterA[17] = 32'b0000000_00011_00010_001_01111_0010011;  
  RegisterA[18] = 32'b0000000_00011_00010_101_01110_0010011;  
  RegisterA[19] = 32'b0000000_00011_00010_101_01101_0010011;  
  RegisterA[20] = 32'b000000000101_00001_000_11111_0010011;  
  RegisterA[21] = 32'b000000000000_00001_000_01100_0000011;  
  RegisterA[22] = 32'b000000000001_00001_001_01011_0000011;  
  RegisterA[23] = 32'b000000000000_00001_010_01010_0000011;  
  RegisterA[24] = 32'b000000000000_00001_100_01001_0000011;  
  RegisterA[25] = 32'b000000000000_00001_101_01000_0000011;  
  RegisterA[26] = 32'b0000000_00010_00100_000_00001_0100011;  
  RegisterA[27] = 32'b0000000_00010_00101_001_00010_0100011;  
  RegisterA[28] = 32'b0000000_00010_00110_010_00011_0100011;  
end
assign InstructionOut = RegisterA[Address >> 2];
endmodule
==> deck_impl_summary.md <==
Synthesis and Place & Route Summary

Run
  – Stage-log warning count: 72
  – Max Cap Viol: 0

GRT
  – Vias in the first global route: 1125
  – Antenna violations before repair: 0
  – GRT Util Overall: between 10% and 20%
  – Grt ovf: 0
  – Largest net degree at the start of global routing: 14
  – First-pass GRT wire length: 5.84 mm

Timing
  – Final Hold Fails: 0
  – Minimum clock period: 1780 ps
  – PnR worst setup slack: -578 ps
  – RSZ-0062 raised after global routing: true
  – FMAX: 0.562 GHz
  – Setup_tns: -7630 ps
  – Final setup violation count: 20
  – Post-layout period usage of the worst path: 148%
  – Slew Limit Fails: 0

Hold path
  – Hold_sp: Address[6]
  – Hold Path Class: input pin to output port
  – Hold EP: InstructionOut[20]
  – Hold Path Depth: 5

Pwr
  – Leak: 0.787 nW
  – Worst VDD drop: 181 uV
  – Pwr Density: 359 nW/um2

Final layout
  – Layout cells sized above 1: 64.4%
  – Final core occ: 49.9%
  – Cell Count, Final, Fillers Out: 226
  – Area Growth Syn to Fin: 118%
  – Seq cells: 0
  – CLK BUF: 0
  – Sequential cell area: 0 um2

Run status
  – Failing checks: negative setup slack
  – Outcome: finished with violations

Logic synthesis
  – Yosys Instances: about 110
  – Distinct lib cells: 36
  – Ys Warns: 1
  – Synth top area share: about a fifth
  – Synth Instances: 111
  – Yosys top cell by area: ha_1
  – Top cells by area: ha_1 21%, buf_4 14%, a21oi_1 5.1%
  – Cell area after synthesis: 782 um2
  – Sequential share of the synthesized area: 0%
  – Yosys synthesis chip area: 782 um2
  – Avg Cell Area, Syn: 7.05 um2

Critical path
  – Setup crit start kind: input pin
  – CP endpoint kind: output port
  – WS Path Type: input pin to output port
  – Max incr delay on CP: 280 ps
  – Crit path DRT: roughly 960 ps
  – Worst EP arrival: 1540 ps
  – Critical path fanouts, max: 5
  – Worst Path Buf+Inv: 4
  – Worst path slowest cell: ha_4
  – Crit path max-delay family: buffers and inverters
  – Cell breakdown of the critical path: buf_8 -> clkinvlp_4 -> ha_4 -> buf_6 -> and3_4 -> a31oi_1 -> o2111ai_1 -> buf_2

Die
  – Rows: 21
  – Chip area: 6400 um2
  – Core area: 3420 um2
  – Die H: 80 um
  – Ports: 64
  – Fp_density: 22.9%
  – Die width: 80 um

CTS
  – Post-CTS Hold Buffers: 0

Route
  – DRT Wirelength: 3.64 mm
  – DR iter-0 viols: 77
  – DRC: 0
  – Antenna-violating nets left: 0
  – WL/cell: 16.1 um
  – N_diodes: 0
  – Drt via density: 4.72
  – DRT Pass-1 Iters: 4
  – Routed via count: around 1100

Place
  – DPL Wire Length: 2.24 mm
  – Setup WS pre-CTS: -1280 ps
  – Inst Count DP: 204
  – Port Buffers: 25
  – Global placement routability congestion: 0.916
-- cells in the final DEF, fill, tap and decap left out, types with 2 or more instances in the layout --
cell,netlist,layout
buf_4,15,31
buf_6,0,21
buf_2,5,14
conb_1,2,12
dlygate4sd2_1,0,8
ha_4,0,7
ha_1,13,6
a21oi_2,0,5
a31oi_1,6,5
o22ai_1,5,3
o21ai_1,0,3
nand2_1,5,3
or2_4,0,3
nor2b_4,0,3
nor2_1,3,3
mux2i_1,3,3
buf_8,0,3
inv_2,2,2
nand2_2,0,2
nand3_2,0,2
clkinvlp_4,0,2
o22ai_2,0,2
o21ai_0,6,2
a21oi_1,8,2
-- report_power, final --
part           internal, mW  switching (mW)  leakage (nW)  total (mW)
Sequential                0               0             0           0
Clock                     0               0             0           0
Combinational         0.344           0.267         0.787       0.611
Total                 0.344           0.267         0.787       0.611
-- how the worst max path moves through the flow --
stage,from,to,depth (start not counted)
6_report,Address[3],InstructionOut[8],8
5_1_grt,Address[2],InstructionOut[8],8
4_1_cts,Address[3],InstructionOut[14],7
-- per-layer routing --
layer / track usage, % / part of all wire [%] / vias to the layer above
li1: - / - / 524
met1: 15.1 / 47 / 512
met2: 18.4 / 48 / 29
met5: 0 / 0 / -
met4: 0.352 / 0.47 / 0
met3: 1.48 / 5.2 / 2
-- cell families (layout without fill, tap and decap cells) --
logic type	count (synthesis)	count (layout)	share of synthesized area (%)
AOI/OAI and AO/OA	37	37	30.6
adders and majority gates	13	13	20.8
buffers and inverters	26	85	20.5
muxes	5	5	8.16
other	2	12	0.960
and+or+nand+nor	28	28	19.0
-- synthesized netlist by cell type, types with 5 or more instances --
| cell type | number |
|---|---|
| buf_2 | 5 |
| a31oi_1 | 6 |
| ha_1 | 13 |
| buf_4 | 15 |
| a21oi_1 | 8 |
| nor2b_1 | 5 |
| o21ai_0 | 6 |
| o22ai_1 | 5 |
| nand2_1 | 5 |
-- cell type report --
cell class                      instances  area [um2]
Timing Repair Buffer                   79         686
Multi-Input combinational cell         95         915
Inverter                                6        45.0
Fill cell                             304        1710
Tap cell                               46        57.6
-- metrics by stage --
step                total power, mW  cell area [um2]  hold slack, ps
floorplan                     0.227              888             603
global placement              0.459             1290            1650
detailed placement            0.454             1290            1640
CTS                           0.567             1630            1010
global route                  0.659             1700            1020
finish                        0.611             1700             995
-- worst min-delay path, delay by kind of cell --
family,cells,cell delay (ps)
AOI/OAI and AO/OA,1,70
buffers and inverters,4,440
-- what timing repair did --
item | in CTS | in global routing
cloned | 1 | 0
buffers inserted | 22 | 1
gates resized | 130 | 13
pin swaps | 20 | 12
setup endpoints to repair | 20 | 20
Power and IR drop assume default switching activity.
