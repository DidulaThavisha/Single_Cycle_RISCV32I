### flow/design.v
module registers (
  output logic [31:0] DataA,
  output logic [31:0] DataB,
  input logic [31:0] DataD,  
  input logic [4:0] AddressA,
  input logic [4:0] AddressB,
  input logic [4:0] AddressD,
  input logic RegWriteEnable
);
logic [31:0] RegisterA [31:0];
initial begin
    RegisterA[0]=32'h00000001;
    RegisterA[1]=32'h00000002;
    RegisterA[2]=32'h00000003;
    RegisterA[3]=32'h00000004;
    RegisterA[4]=32'h00000005;
    RegisterA[5]=32'h00000006;
    RegisterA[6]=32'h00000007;
    RegisterA[7]=32'h00000008;
    RegisterA[8]=32'h00000009;
    RegisterA[9]=32'h00000010;
    RegisterA[10]=32'h00000011;
    RegisterA[11]=32'h00000012;
    RegisterA[12]=32'h00000013;
    RegisterA[13]=32'h00000014;
    RegisterA[14]=32'h00000015;
    RegisterA[15]=32'h00000016;
    RegisterA[16]=32'h00000017;
    RegisterA[17]=32'h00000018;
    RegisterA[18]=32'h00000019;
    RegisterA[19]=32'h00000020;
    RegisterA[20]=32'h00000021;
    RegisterA[21]=32'h00000022;
    RegisterA[22]=32'h00000023;
    RegisterA[23]=32'h00000024;
    RegisterA[24]=32'h00000025;
    RegisterA[25]=32'h00000026;
    RegisterA[26]=32'h00000027;
    RegisterA[27]=32'h00000028;
    RegisterA[28]=32'h00000029;
    RegisterA[29]=32'h00000030;
    RegisterA[30]=32'h00000031;
    RegisterA[31]=32'h00000032;
end
always @(*) begin
  DataA = RegisterA[AddressA];
  DataB = RegisterA[AddressB];
  if (RegWriteEnable == 1'b1) begin
    RegisterA[AddressD] = DataD;
  end
end
endmodule
### flow/run.sh
#!/bin/bash
# OpenROAD 26Q1-2900-gdf79404cd8, Yosys 0.63+post, stock flow scripts
make -C /OpenROAD-flow-scripts/flow DESIGN_CONFIG=/design/flow/config.mk WORK_HOME=/design/flow/orfs finish
### flow/config.mk
export PLATFORM = sky130hd
export DESIGN_NAME = registers
export DESIGN_NICKNAME = registers
export VERILOG_FILES = /design/flow/design.v
export SDC_FILE = /design/flow/constraint.sdc
export NUM_CORES = 4
export LEC_CHECK = 1
export CORE_UTILIZATION = 40
### flow/constraint.sdc
current_design registers

set clk_period 12.0
set clk_io_pct 0.2

create_clock -name clk0 -period $clk_period

set non_clock_inputs [all_inputs -no_clocks]
set_input_delay [expr $clk_period * $clk_io_pct] -clock clk0 $non_clock_inputs
set_output_delay [expr $clk_period * $clk_io_pct] -clock clk0 [all_outputs]
==> run notes <==
yosys + openroad results -> Hold Path Class=in2out, Net Switching=624 uW, DR WL/cell=46.6 um, Log Warnings=32, Unique cell types=74, Placement Rows=103, CP startpoint kind=input pin, Max-Cap Viols=0, Worst EP required=9.60 ns, TritonRoute pass-1 iters=9, outcome=finished, final reports clean, area overhead of the layout relative to synthesis=9.63%, Leak=0.0155 uW, Final Cycle Share=0.761, GRT Total Usage=0.560, DRC Markers=0, initial antenna violation count=32, Top cells excl fill/tap=dlxtn_1 (1024), nand3_1 (607), and3_1 (270), CP peak stage delay=0.84 ns, synthesized cell area=32100 um^2, max FFs per register=1024, chip area=81400 um^2, Final Hold Fails=0, Core ar.=79300 um^2, Post-synth ARST share=0, port buffer count=112, CP bufs+invs=5, dpl cells=4752, RSZ-0062 raised after global routing=no, actual slew at the worst max-slew pin=1.22 ns, setup violators final=0, DP Wirelength=141000 um, top_reg_cell synth=dlxtn_1, DRT iter0 DRCs=5786, grt total ovfl=0, Initial Utilization=0.405, Non-Filler Instances=4805, CP Max Fanout=25, largest net degree at the start of global routing=69, Resize count post-CTS=0, Critical Path AT=6.74 ns, Placer Congestion=1.12, Hold Buf Count CTS=0, Switching Share=0.564, synthesis warning total=2, CP most frequent cell=buf_4, Setup crit end kind=output port, share of post-route cells with drive strength above 1=0.113, first-pass GRT wire length=301000 um, Int Pwr=483 uW, Routed WL=224000 um, vias in the first global route=36054, min Tclk post-route=9.14 ns, drt via density=7.88, Mapped Cells=3681, io pins=112, worst path cell trace=buf_2 > buf_4 > nand2_1 > buf_4 > nor2_1 > buf_4 > a222oi_1 > and3_1 > a31oi_1 > clkdlybuf4s50_1, Yosys Instances=3681, Yosys reg bits=1024, Yosys chip area=32100 um^2, count of unclocked register or latch pins=1024, via count=37882, EDFF count, synth=0, Post-CTS Repair Setup Buffers=0, Max Slew Vio Count=0, Max Clk Rate=0.109 GHz, die width=285 um, Worst Path Class, Setup=in2out, Syn Area/Cell=8.72 um^2, Top Family by Delay on Critical Path=buffers and inverters, Fin Setup TNS=0 ns, endpoints left unconstrained=1024, Peak VDD IR=22.3 uV, Post-DRT Antenna Nets=0, commonest non-fill, non-tap cell in the layout=dlxtn_1, Slowest cell on crit path=nor2_1, power density cells=31.5 nW/um^2, die height=285 um, Slew HR=0.187
-- tightest hold or removal path, cell delays in order --
cell and delay [ns]:
buf_2 0.09, buf_4 0.34, o311a_1 0.23, a31oi_1 0.11, clkdlybuf4s50_1 0.40
-- stage by stage --
step,power (uW),utilization,area (um^2),hold WS (ns),setup slack (ns)
5_1_grt,1110,0.443,35100,5.99,3.18
3_3_place_gp,1050,0.442,35100,5.97,3.25
3_5_place_dp,1040,0.442,35100,5.96,3.27
6_report,1110,0.444,35200,6.02,2.86
2_1_floorplan,604,-,32100,5.20,5.54
4_1_cts,1050,0.442,35100,5.97,3.24
-- path summary, 6_finish.rpt --
kind                     from        end  slack (ns)  cells past startpoint
setup / recovery  AddressB[2]  DataB[12]        2.86                     10
hold / removal    AddressA[1]  DataA[14]        6.02                      5
-- final cells by class --
| class | instances | area (um^2) |
|---|---|---|
| sequential | 1024 | 15400 |
| multi-input combinational | 2305 | 15400 |
| antenna | 53 | 133 |
| inverter | 17 | 63.8 |
| tap | 1050 | 1310 |
| fill | 7931 | 44100 |
| timing repair buffer | 356 | 2920 |
-- cells by family after synthesis --
group                  share of synthesized area
AOI/OAI and AO/OA                          0.174
buffers and inverters                     0.0509
and+or+nand+nor                            0.265
latches                                    0.480
muxes                                     0.0310
-- cells in the mapped netlist, drive strengths merged (22+ instances only) --
library cell | n | area share
o32a | 36 | 0.011
nor3 | 29 | 0.0045
nand3 | 607 | 0.095
clkbuf | 155 | 0.018
a32oi | 24 | 0.0065
a2111oi | 91 | 0.026
a22oi | 269 | 0.063
nand4 | 199 | 0.039
a31oi | 36 | 0.0070
nand2 | 74 | 0.0087
nor4 | 27 | 0.0053
and3 | 274 | 0.054
nor3b | 23 | 0.0060
nand3b | 27 | 0.0064
dlxtn | 1024 | 0.48
mux2i | 51 | 0.016
buf | 180 | 0.031
a22o | 40 | 0.011
nor2 | 114 | 0.014
nand2b | 22 | 0.0043
o21ai | 27 | 0.0042
a21oi | 30 | 0.0047
mux2 | 39 | 0.014
-- metal layers --
metal	global-route usage	up-vias	wire length (um)
li1	-	14196	-
met1	0.652	17766	75100
met2	0.704	4427	84500
met3	0.391	1468	41700
met4	0.430	25	22400
met5	0.0198	-	326
No activity file was given, so power comes from the tool's default toggle rates.
